--- ./config.mk ---
export PLATFORM = sky130hd
export DESIGN_NAME = la_storage_pack
export DESIGN_NICKNAME = la_storage_pack
export VERILOG_FILES = /design/flow/design.v
export SDC_FILE = /design/flow/constraint.sdc
export NUM_CORES = 4
export LEC_CHECK = 1
export CORE_UTILIZATION = 40
--- ./constraint.sdc ---
current_design la_storage_pack

set clk_period 3.9
set clk_io_pct 0.2

create_clock -name clk0 -period $clk_period [get_ports {clk}]

set non_clock_inputs [all_inputs -no_clocks]
set_input_delay [expr $clk_period * $clk_io_pct] -clock clk0 $non_clock_inputs
set_output_delay [expr $clk_period * $clk_io_pct] -clock clk0 [all_outputs]
--- ./design.v ---
module signal_sync (
    clk,
    data_in,
    data_out
);
parameter DATA_WIDTH = 1;
parameter SYNC_CYCLE = 1;
input logic clk;
input logic [DATA_WIDTH-1:0] data_in;
output logic [DATA_WIDTH-1:0] data_out;
logic [DATA_WIDTH-1:0] data_buf[0:SYNC_CYCLE-1];
assign data_out = data_buf[SYNC_CYCLE-1];
integer i;
always_ff @(posedge clk) begin : proc_sync
    begin
        for (i = 0; i < SYNC_CYCLE-1; i=i+1) begin : loop
            data_buf[i+1] <= data_buf[i];
        end
        data_buf[0] <= data_in;
    end
end
endmodule
module gen_tlast (
    input wire clk,     
    input wire rst_n,   
    input wire sample_en,
    input wire[31:0] sample_cnt_reload,
    input wire tready,
    input wire tvalid,
    output wire tlast
);
reg [31:0] sample_counter;
assign tlast = (sample_counter == 1);
always @(posedge clk or negedge rst_n) begin : proc_sample_counter
    if(~rst_n) begin
        sample_counter <= 0;
    end else if(~sample_en) begin
        sample_counter <= sample_cnt_reload;
    end else if(tready & tvalid) begin 
        sample_counter <= tlast ? sample_cnt_reload : sample_counter-1;
    end
end
endmodule
module la_storage_pack (
            la_fifo_aresetn,
            la_storage_axis_tdata,
            la_storage_axis_tlast,
            la_storage_axis_tvalid,
            la_overflow,
            clk,
            rst_n,
            la_storage_axis_tready,
            lock_level,
            acq_data,
            acq_data_valid,
            ctl_storage_enable,
            ctl_clear_overflow,
            ctl_sample_cnt);
input wire clk;
input wire rst_n;
output reg la_fifo_aresetn;
output wire [255:0]la_storage_axis_tdata;
output wire la_storage_axis_tlast;
output reg la_storage_axis_tvalid;
input wire la_storage_axis_tready;
input wire[2:0]  lock_level;
input wire[48+3-1:0] acq_data;
input wire acq_data_valid;
input wire ctl_storage_enable;
input wire ctl_clear_overflow;
input wire[17:0] ctl_sample_cnt;
reg[48+3-1:0] acq_data_dly1;
reg acq_data_valid_dly1;
reg[4:0] selector;
reg [51*5-1:0]tmp_data;
output reg la_overflow;
wire ctl_storage_enable_sync;
wire ctl_clear_overflow_sync;
wire[17:0] ctl_sample_cnt_sync;
assign la_storage_axis_tdata = {1'b0,tmp_data};
signal_sync #(
    .DATA_WIDTH(2), 
    .SYNC_CYCLE(2)
) sync_control(
    .clk     (clk),
    .data_in ({ctl_clear_overflow,ctl_storage_enable}),
    .data_out({ctl_clear_overflow_sync,ctl_storage_enable_sync})
);
signal_sync #(
    .DATA_WIDTH(18), 
    .SYNC_CYCLE(2)
) sync_cnt(
    .clk     (clk),
    .data_in (ctl_sample_cnt),
    .data_out(ctl_sample_cnt_sync)
);
gen_tlast tl(
    .rst_n            (rst_n),
    .sample_en        (ctl_storage_enable_sync),
    .sample_cnt_reload({14'b0,ctl_sample_cnt_sync}),
    .tready           (la_storage_axis_tready),
    .tvalid           (la_storage_axis_tvalid),
    .tlast            (la_storage_axis_tlast),
    .clk              (clk)
);
always @(posedge clk or negedge rst_n) begin : proc_acq_data_dly1
    if(~rst_n) begin
        acq_data_dly1 <= 0;
        acq_data_valid_dly1 <= 0;
    end else begin
        acq_data_dly1 <= acq_data;
        acq_data_valid_dly1 <= ctl_storage_enable_sync & acq_data_valid & (acq_data[2:0] != 0);  
    end
end
always @(posedge clk or negedge rst_n) begin : proc_la_fifo_aresetn
    if(~rst_n) begin
        la_fifo_aresetn <= 0;
    end else begin
        la_fifo_aresetn <= ctl_storage_enable_sync;
    end
end
always @(posedge clk or negedge rst_n) begin : proc_selector
    if(~rst_n) begin
        selector <= 5'b1;
    end else if(!ctl_storage_enable_sync) begin
        selector <= 5'b1;
    end else if(acq_data_valid_dly1) begin
        selector <= {selector[3:0],selector[4]};
    end
end
always @(posedge clk or negedge rst_n) begin : proc_tvalid
    if(~rst_n) begin
        la_storage_axis_tvalid <= 0;
    end else begin
        la_storage_axis_tvalid <= acq_data_valid_dly1 & selector[4];
    end
end
always @(posedge clk or negedge rst_n) begin : proc_la_overflow
    if(~rst_n) begin
        la_overflow <= 0;
    end else if(ctl_clear_overflow_sync)begin
        la_overflow <= 0;
    end else if(la_storage_axis_tvalid && ~la_storage_axis_tready) begin
        la_overflow <= 1;
    end
end
integer i;
always @(posedge clk or negedge rst_n) begin : proc_tdata
    if(~rst_n) begin
        tmp_data <= 0;
    end else if(acq_data_valid_dly1) begin
        for (i = 0; i < 5; i=i+1) begin
            if(selector[i])
                tmp_data[51*i +: 51] <= acq_data_dly1;
        end
    end
end
endmodule
--- ./run.sh ---
#!/bin/bash
# OpenROAD 26Q1-2900-gdf79404cd8, Yosys 0.63+post, stock flow scripts
make -C /OpenROAD-flow-scripts/flow DESIGN_CONFIG=/design/flow/config.mk WORK_HOME=/design/flow/orfs finish
==> results.yml <==
# implementation run metrics
clocking:
  clockBufferDepth: 3
  clk_latency_ns: 0.55
  cts.clk_slew.worst_paths_ns: 0.06
  cts_root_buf: "clkbuf_16"
  cts_buffers: 42
  cts_sinks: 387
  ctsResizeCount: 0
  post_cts_buffers: 0
  cts_tree: "yes"
  hold_buffers: 0
  htreeDepth: 2
synth:
  synth_cells: 921
  yosys_register_bits: 387
  yosys.area.top_type: "dfrtp_1"
  synth_warnings: 6
  yosysMostFrequentCell: "dfrtp_1"
  synth_top_area_share_pct: 61.80
  ys_area_sq_um: 14010
  xor_area_share_pct: 0
  synthTopCellsByArea: "dfrtp_1 (62%), mux2_2 (21%), dfxtp_1 (5.7%)"
  top_logic_kind: "multiplexers"
  common_cells: "dfrtp_1 (346), mux2_2 (257), dfxtp_1 (40), clkbuf_1 (30), a21oi_1 (28)"
  ff_type: "dfrtp_1"
  postSynthSeqShare_pct: 67.70
  synthDistinctLibCells: 66
  synth-async-reset-ratio_pct: 89.66
  yosys.area_share.simple_pct: 5.858
  ys_cells: 921
  mux_share_pct: 20.94
  syn_area_sq_um: 14010
  syn_area_per_cell_sq_um: 15.21
  yosys.area_share.adder_pct: 0.1786
  edf_count: 0
  synth-compound-area-share_pct: 3.876
worst_setup_path:
  crit_fanout: 7
  cp-end-kind: "primary output"
  critPathKind: "reg -> out"
  arrival_ns: 2.82
  cp.required_ns: 3.12
  r2r_start: "tl.sample_counter[6]"
  r2r_cells: 5
  r2r-end: "tl.sample_counter[3]"
  r2r_slack_ns: 1.20
  critPathLaunchType: "flip-flop"
flow_run:
  tool_warnings: 29
  drv_cap: 0
global_routing:
  grt_max_degree: 82
  gr-total-overflow: 0
  grt_pass1_vias: 9205
  grt_pass1_wl_mm: 55.20
  antenna_found_initial: 1
  grt_usage_pct: 21.25
floorplan:
  die_area_sq_um: 35780
  core_sq_um: 34540
  die_y_microns: 189.2
  die_w_microns: 189.2
  initCoreUtil_pct: 40.56
  ios: 338
  rows: 68
hold_path:
  hp-class: "in -> async"
final_layout:
  stdcell_count: 1761
  syn_to_final_growth_pct: 38.45
  fin_area_sq_um: 19400
  drive_above_1_share_pct: 28.33
  fillCellCount: 2851
route:
  avgRoutedWirePerCell_microns: 20.18
  drc: 0
  vias: 8810
  drtIter0Drc: 394
  first_pass_iters: 4
  avgViaCountPerCell: 5.003
  wl_mm: 35.54
  diodes: 0
  antenna_left: 0
placed_design:
  dpl.hpwl_mm: 23.17
  dp_cells: 1683
  port_buffers: 333
  gp_congestion: 0.8593
  place_area_sq_um: 17940
power:
  power_density_nw_per_um2: 519.2
  p_leak_nw: 8.701
  ir_drop_mv: 0.3523
timing:
  finalHoldViolations: 0
  slew_headroom_pct: 43.75
  layout_min_cycle_time_ns: 3.600
  finClkSkew_ns: 0.01769
  worst_slew_pin_slew_ns: 0.8438
  max_freq_mhz: 277.8
  finalCritPeriodShare_pct: 92.30
  setup_tns_ns: 0
  rsz0062_at_grt: "false"
  slew_violations: 0
  setup_viol: 0
status:
  run_status: "completed"
==> logic make-up (layout without fill, tap and decap cells) <==
kind of cell | count (synthesis) | in the layout
AOI/OAI and AO/OA | 78 | 78
adders and majority gates | 2 | 2
buffers and inverters | 50 | 435
DFF | 387 | 387
muxes | 261 | 261
other | 1 | 1
and+or+nand+nor | 142 | 142
==> state kept, by name, indices dropped and copies added, names as in the netlist <==
register	count
tmp_data	255
acq_data_dly1	51
sync_cnt.data_buf	36
tl.sample_counter	32
selector	5
sync_control.data_buf	4
acq_data_valid_dly1	1
la_fifo_aresetn	1
la_overflow	1
la_storage_axis_tvalid	1
==> worst max-delay path by stage <==
stage	slack, ns	from	cells past startpoint	end
CTS	0.25	tl.sample_counter[20]	4	la_storage_axis_tlast
global route	0.21	tl.sample_counter[20]	4	la_storage_axis_tlast
finish	0.30	tl.sample_counter[18]	4	la_storage_axis_tlast
==> metal layers <==
metal | vias up | track usage (%) | routed length [microns]
li1 | 3998 | - | -
met3 | 67 | 6.793 | 2928
met1 | 4489 | 31.18 | 14900
met5 | - | 0 | 13
met4 | 2 | 5.645 | 1118
met2 | 254 | 32.11 | 16570
==> stage by stage <==
stage | hold WS (ns) | power (mW) | setup WS (ns) | util (%)
floorplan | 0.3096 | 5.024 | 1.309 | -
global placement | 0.3111 | 6.068 | 0.8465 | 51.94
detailed placement | 0.3121 | 6.080 | 0.8507 | 51.94
CTS | 0.2528 | 10.21 | 0.2537 | 56.16
global route | 0.2924 | 10.49 | 0.2112 | 56.16
finish | 0.2308 | 10.07 | 0.3003 | 56.16
==> power by group <==
part	switching [mW]	total (mW)	internal, mW	leakage (nW)
Sequential	0.246	4.68	4.43	4.81
Combinational	0.368	1.32	0.948	3.17
Clock	1.60	4.08	2.48	0.726
Total	2.21	10.1	7.86	8.70
==> area by class of cell <==
type	count	area, sq um	area share [%]
sequential	387	9485	48.90
multi-input combinational	484	4344	22.39
timing repair buffer	350	3516	18.12
clock buffer	67	1328	6.843
tap	455	569.3	2.935
clock inverter	11	130.1	0.6708
inverter	7	26.28	0.1354
==> worst max-delay path: stages (launching register included) <==
cell,delay [ns]
dfrtp_1,0.44
or4_1,0.55
or3_4,0.41
nor4_4,0.35
clkdlybuf4s50_1,0.53
==> placed cells by master (no fill, tap or decap), drive strengths merged, types with 7 or more instances in the layout <==
master	count
dfrtp	346
clkdlybuf4s50	332
mux2	257
clkbuf	67
dfxtp	40
a21oi	29
nor2	28
nand2	26
buf	18
nor3	14
nand4	11
o21ai	11
nor4	11
inv	10
nand2b	8
or4	8
or3	7
Power is estimated from default activity; no workload was simulated.
