$ cat config.mk
export PLATFORM = sky130hd
export DESIGN_NAME = interpreter
export DESIGN_NICKNAME = interpreter
export VERILOG_FILES = /design/flow/design.v
export SDC_FILE = /design/flow/constraint.sdc
export NUM_CORES = 4
export LEC_CHECK = 1
export CORE_UTILIZATION = 50
$ cat run.sh
#!/bin/bash
# OpenROAD 26Q1-2900-gdf79404cd8, Yosys 0.63+post, stock flow scripts
make -C /OpenROAD-flow-scripts/flow DESIGN_CONFIG=/design/flow/config.mk WORK_HOME=/design/flow/orfs finish
$ cat constraint.sdc
current_design interpreter

set clk_period 9.1
set clk_io_pct 0.2

create_clock -name clk0 -period $clk_period [get_ports {clk}]

set non_clock_inputs [all_inputs -no_clocks]
set_input_delay [expr $clk_period * $clk_io_pct] -clock clk0 $non_clock_inputs
set_output_delay [expr $clk_period * $clk_io_pct] -clock clk0 [all_outputs]
$ cat design.v
module interpreter (
            packet_type_compact,
            data_out,
            data_update_out,
            sampler_idle,
            clk,
            rst_n,
            packet_type,
            payload,
            payload_valid);
parameter integer CHANNEL = 16;
parameter integer DATA_BITS = 16;
parameter integer NUM_BUF_BLOCKS = 6;  
input clk;     
input rst_n;   
input wire[5:0] packet_type;
input wire[47:0] payload;
input wire payload_valid;
output reg[2:0] packet_type_compact;
output reg[DATA_BITS*CHANNEL-1:0] data_out;
output reg data_update_out;
output reg sampler_idle;
reg [47:0] payload_buf[0:NUM_BUF_BLOCKS-1];
reg [2:0]  buf_idx;
reg [12:0] nop_count;
reg update;
always @(*) begin : proc_packet_type
    case (packet_type)
        6'h2a,
        6'h00: begin
            packet_type_compact <= 0;
        end
        6'h11: begin 
            packet_type_compact <= 1;
        end
        6'h22: begin 
            packet_type_compact <= 2;
        end
        6'h33: begin 
            packet_type_compact <= 3;
        end
        default : 
            packet_type_compact <= 4;
    endcase
end
always @(posedge clk or negedge rst_n) begin : proc_payload_buf
    if(~rst_n) begin
        buf_idx <= 0;
        nop_count <= 0;
        update <= 0;
        sampler_idle <= 1;
    end else begin
        update <= 0;
        if(payload_valid)
            case (packet_type)
                6'h2a: begin
                    sampler_idle <= 1;
                end
                6'h00: begin
                    nop_count <= nop_count+1;
                end
                6'h11,
                6'h22: begin 
                    sampler_idle <= 0;
                    buf_idx <= buf_idx+1;
                    payload_buf[buf_idx] <= payload;
                end
                6'h33: begin 
                    payload_buf[buf_idx] <= payload;
                    update <= 1;
                    buf_idx <= 0;
                end
                default :  ;
            endcase
    end
end
integer i;
reg [CHANNEL*DATA_BITS-1:0] flat_buf;
reg [CHANNEL-1:0] bitset_buf;
wire [CHANNEL*DATA_BITS-1:0] zip_pipeline[0:CHANNEL];
wire [CHANNEL*DATA_BITS-1:0] unzip_pipeline[0:CHANNEL];
wire [CHANNEL-1:0] bitset_pipeline[0:CHANNEL];
reg update_pipeline[0:CHANNEL];
always @(posedge clk or negedge rst_n) begin : proc_flat_buf
    if(~rst_n) begin
        bitset_buf <= 0;
    end else begin
        bitset_buf <= payload_buf[0][15:0];
        update_pipeline[CHANNEL] <= update;
        for (i = 0; i < CHANNEL; i=i+1) begin
            update_pipeline[i] <= update_pipeline[i+1];
            flat_buf[i*DATA_BITS +: DATA_BITS] <= payload_buf[(i+1)/3][(i+1)%3*16 +: 16];
        end
    end
end
assign zip_pipeline[CHANNEL] = flat_buf;
assign bitset_pipeline[CHANNEL] = bitset_buf;
genvar j;
generate
    for (j = CHANNEL-1; j >= 0; j=j-1) begin : gen_unzip
        uncompress_pipeline
        #(  .CHANNEL(CHANNEL),
            .DATA_BITS(DATA_BITS),
            .INDEX(j))
        pipeline(
            .clk(clk),
            .rst_n(rst_n),
            .zip_in(zip_pipeline[j+1]),
            .zip_out(zip_pipeline[j]),
            .unzip_in(unzip_pipeline[j+1]),
            .unzip_out(unzip_pipeline[j]),
            .bitset_in(bitset_pipeline[j+1]),
            .bitset_out(bitset_pipeline[j])
        );
    end
endgenerate
integer k;
always @(posedge clk or negedge rst_n) begin : proc_data_out
    if(~rst_n) begin
        data_update_out <= 0;
    end else if(update_pipeline[0]) begin
        data_update_out <= 1;
        for (k = 0; k < CHANNEL; k=k+1) begin
            if(bitset_pipeline[0][k])
                data_out[k*DATA_BITS +: DATA_BITS] <= unzip_pipeline[0][k*DATA_BITS +: DATA_BITS];
        end
    end else begin 
        data_update_out <= 0;
    end
end
endmodule
module uncompress_pipeline (
            zip_out,
            bitset_out,
            unzip_out,
            clk,
            rst_n,
            zip_in,
            bitset_in,
            unzip_in);
parameter integer CHANNEL = 16;
parameter integer DATA_BITS = 16;
parameter integer INDEX = 0;
input wire clk;     
input wire rst_n;   
input wire [CHANNEL*DATA_BITS-1:0] zip_in;
input wire [CHANNEL-1:0] bitset_in;
input wire [CHANNEL*DATA_BITS-1:0] unzip_in;
output reg [CHANNEL*DATA_BITS-1:0] zip_out;
output reg [CHANNEL-1:0] bitset_out;
output reg [CHANNEL*DATA_BITS-1:0] unzip_out;
always @(posedge clk or negedge rst_n) begin : proc_bitset_out
    if(~rst_n) begin
        bitset_out <= 0;
    end else begin
        bitset_out <= bitset_in;
        unzip_out <= unzip_in;
        if(bitset_in[INDEX])begin 
            unzip_out[INDEX*DATA_BITS +: DATA_BITS] <= zip_in[DATA_BITS-1:0];
            zip_out <= zip_in >> DATA_BITS;
        end else begin 
            zip_out <= zip_in;
        end
    end
end
endmodule
==> impl_metrics.yaml <==
# synthesis and place-and-route metrics
pwr:
  p_leak_nw: 68.8
  powerDensity_mw_per_mm2: 245
  clkPwrFrac_pct: 42.3
  power.switching_w: 0.00964
  internal_power_w: 0.0402
  power_frac_comb_pct: 1.9
  p_sw_share_pct: 19.3
  ir_drop_mv: 0.246
  p_seq_share_pct: 55.7
worst_setup_path:
  worstPathMaxFanout: 7
  endpoint_kind: "primary output"
  reg2reg_slack_ns: 6.00
  timing.rr.end: "gen_unzip[13].pipeline.zip_out[130]"
  start_kind: "input pin"
  worst-endpoint-required_ns: 7.28
  rr_worst_depth: 3
  worstPathArrival_ns: 3.74
  timing.rr.start: "gen_unzip[14].pipeline.bitset_out[13]"
  critPathKind: "in2out"
worst_hold_path:
  hold_start: "gen_unzip[6].pipeline.bitset_out[6]"
  holdPathStages: 0
  min_to: "gen_unzip[5].pipeline.bitset_out[6]"
  hold_class: "reg2reg"
placed_design:
  gp_congestion: 0.846
  dp.cells: 12312
  numPortBuffers: 317
  placed_cell_area_sq_mm: 0.186
  hpwl_microns: 187000
timing:
  fmax_ghz: 0.180
  final-setup-viol-count: 0
  finalHoldViolations: 0
  finalClockSkew_ns: 0.0544
  fin_crit_ns: 5.56
  rsz0062_at_grt: "false"
  tightest_slew_ns: 0.852
  fin_setup_tns_ns: 0
  drv_slew: 0
  slew_headroom_pct: 43.2
  post-route-period-util_pct: 61.0
floorplanning:
  rows: 218
  die-height_microns: 598
  die_area_sq_mm: 0.357
  fp.dieW_microns: 598
  initCoreUtil_pct: 50.3
  pin_count: 318
  fp.coreArea_sq_mm: 0.353
clock_network:
  clkLatencyLatePin_ns: 1.00
  cts_root_buf: "clkbuf_16"
  clkTransAtPathRegs_ns: 0.06
  cts_setup_buffers: 0
  postCtsResizedCells: 0
  cts_sinks: 5175
  holdBufCountCts: 0
  htree_levels: 6
  cts_tree: "yes"
  clk_path_buf_depth: 4
  numCtsBuffers: 525
global_route:
  antenna_found_initial: 14
  grt_pass1_wl_microns: 441000
  grt_pass1_vias: 71294
  grt_usage_pct: 18.5
  grt-ovfl-total: 0
  grt_start_max_net_pins: 152
detailed_routing:
  post_drt_wl_per_cell_microns: 22.2
  viasPerCell: 4.95
  vias: 65719
  wirelength_microns: 294000
  first_iter_violations: 4436
  ant_nets: 0
  drc: 0
  dr.pass1.iters: 5
logic_synthesis:
  flop_cell: "edfxtp_1"
  ys_cells: 7379
  avgSynthCellArea_sq_um: 24.0
  postSynthSeqShare_pct: 86.8
  yosysWarningCount: 277
  synth-seq-cells: 5175
  synthArstFlopShare_pct: 5.37
  syn_area_sq_mm: 0.177
  synthCells: 7379
  yosysUniqueCellTypes: 31
  synth-edff-count: 4897
  yosys_area_sq_mm: 0.177
final_layout:
  final_area_sq_mm: 0.204
  fin_cells: 13277
  layout_top_cells: "4897 x edfxtp_1, 1918 x mux2_2, 543 x clkbuf_16"
  lay_top_count: "edfxtp_1"
  final_util_pct: 57.7
  drive_above_1_share_pct: 33.0
  area.growth.synth_to_final_pct: 14.8
run:
  warnings: 71
  drv_cap: 0
run_status:
  status: "finished, final reports clean"
-- power by group through the flow --
stage         sequential (W)  clock (W)  combinational (W)
global route          0.0279     0.0226            0.00107
finish                0.0278     0.0211           0.000964
CTS                   0.0278     0.0217           0.000988
-- cells in the mapped netlist, types with 2 or more instances --
library cell  instances  area share (%)
o21ai_0               2          0.0056
mux2_2             1918              12
and3_1               16           0.056
clkbuf_1              7           0.015
o211ai_1              4           0.017
ha_1                  5           0.035
inv_1                 4          0.0085
buf_2               138            0.39
nor4_1                8           0.028
o221ai_1              2          0.0099
edfxtp_1           4897              83
nor3_1                2          0.0056
dfrtp_1             277             3.9
buf_4                72            0.30
xor2_1                2          0.0099
and4bb_2              2           0.014
nand2_1               7           0.015
and2_2                2          0.0085
mux2_1                2           0.013
-- kinds of logic after synthesis --
family                   share of synthesized area, %
flip-flops                                       86.8
multiplexers                                     12.2
buffers and inverters                           0.724
AND/OR/NAND/NOR                                 0.155
AND-OR/OR-AND                                  0.0494
adder cells (fa/ha/maj)                        0.0353
XOR/XNOR                                      0.00988
-- metrics by stage --
step / power, W / hold WS (ns) / setup slack, ns
after detailed placement: 0.0293 / 0.334 / 3.62
after global routing: 0.0515 / 0.329 / 3.52
after CTS: 0.0505 / 0.315 / 3.60
after floorplan: 0.0283 / 0.331 / 1.59
final: 0.0498 / 0.321 / 3.54
after global placement: 0.0293 / 0.331 / 3.61
-- layout make-up --
cell class	count	area (sq um)
sequential	5175	154000
fill	24478	149000
inverter	4	15.0
timing repair buffer	421	4160
clock inverter	258	2660
clock buffer	699	14600
multi-input combinational	1982	22100
antenna	8	20.0
tap	4730	5920
-- routing by layer --
layer | GRT usage (%) | wire length [microns] | up-vias
li1 | - | - | 31171
met3 | 9.10 | 31000 | 455
met1 | 31.3 | 121000 | 31858
met4 | 3.89 | 6850 | 8
met2 | 25.6 | 135000 | 2227
met5 | 0 | 59 | -
-- registers in the layout (all words and copies together) (netlist names), 3 cells and up --
name / flops
bitset_buf: 16
buf_idx: 3
data_out: 256
flat_buf: 256
gen_unzip.pipeline.bitset_out: 256
gen_unzip.pipeline.unzip_out: 2176
gen_unzip.pipeline.zip_out: 1920
payload_buf: 272
update_pipeline: 17
-- worst max-delay path, cell delays in order --
cell,delay (ns)
clkdlybuf4s50_1,0.61
xor2_1,0.43
nor4_1,0.12
o21bai_1,0.22
clkdlybuf4s50_1,0.52
-- worst max path at each step --
stage               from                      to  slack [ns]  cells past startpoint
4_1_cts   packet_type[4]  packet_type_compact[2]        3.60                      5
5_1_grt   packet_type[4]  packet_type_compact[2]        3.52                      5
6_report  packet_type[4]  packet_type_compact[2]        3.54                      5
No activity file was given, so power comes from the tool's default toggle rates.
